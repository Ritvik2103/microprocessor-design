$ cat flow/design.v
`timescale 1ns / 1ps
module alu (
input clk,
    input wire [3:0] operand1, operand2,  
    input wire [3:0] alu_op,             
    output reg [3:0] result,             
    output reg zero_flag=0,                
    output reg carry_flag=0,               
    output reg write_enable=0           
);
    always @(posedge clk) 
begin
        carry_flag = 0;
	zero_flag=0;
case (alu_op)
            4'b0000: begin  
                {carry_flag, result} = operand1 + operand2;  
                write_enable = 1;  
            end
            4'b0001: begin  
                {carry_flag, result} = {1'b0, operand1} - operand2;  
                write_enable = 1;  
            end
            4'b0010: begin  
                result = operand1 * operand2;
                write_enable = 1;  
            end
            4'b0011: begin  
                if (operand2 != 0) begin
                    result = operand1 / operand2;
                end else begin
                    result = 4'b0000;  
                end
                write_enable = 1;  
            end
            4'b0100: begin  
                result = operand1 & operand2;
                write_enable = 1;  
            end
            4'b0101: begin  
                result = operand1 | operand2;
                write_enable = 1;  
            end
            4'b0110: begin  
                result = operand1 ^ operand2;
                write_enable = 1;  
            end
            4'b0111: begin  
                result = ~(operand1 ^ operand2);
                write_enable = 1;  
            end
            4'b1000: begin  
                result = ~operand1;
                write_enable = 1;  
            end
            4'b1001: begin  
                result = operand1 >> 1;
                write_enable = 1;  
            end
            4'b1010: begin  
                result = operand1 << 1;
                write_enable = 1;  
            end
            default: begin
                result = 4'b0000;
                write_enable = 0;  
            end
        endcase
        zero_flag = (result == 4'b0000);  
    end
endmodule
`timescale 1ns / 1ps
module microprocessor (
    input wire clk,                
    input wire reset,              
    input wire [3:0] instruction,  
    input wire [1:0] read_sel1,    
    input wire [1:0] read_sel2,    
    input wire [1:0] write_sel,    
    output wire [3:0] result,      
    output wire zero_flag,         
    output wire carry_flag         
);
    wire [3:0] operand1, operand2;  
    wire write_enable;              
    register_file rf (
        .clk(clk),
        .reset(reset),
        .read_sel1(read_sel1),
        .read_sel2(read_sel2),
        .write_sel(write_sel),
        .write_data(result),
        .write_enable(write_enable),  
        .operand1(operand1),
        .operand2(operand2)
    );
    alu alu_unit (
	.clk(clk),
        .operand1(operand1),
        .operand2(operand2),
        .alu_op(instruction),
        .result(result),
        .zero_flag(zero_flag),
        .carry_flag(carry_flag),
        .write_enable(write_enable)  
    );
endmodule
`timescale 1ns / 1ps
module register_file (
    input wire clk,                
    input wire reset,              
    input wire [1:0] read_sel1,    
    input wire [1:0] read_sel2,    
    input wire [1:0] write_sel,    
    input wire [3:0] write_data,   
    input wire write_enable,       
    output reg [3:0] operand1,     
    output reg [3:0] operand2     
);
reg [3:0] register1,register2,register3, register4;   
    always @(posedge clk or posedge reset) begin
        if (reset) 
begin
            register1 <= 4'd0;
            register2 <= 4'd1;
            register3 <= 4'd2;
            register4 <= 4'd3;
        end 
else if (write_enable) 
begin
            case(write_sel)
0: begin register1<= write_data; end
1: begin register2<= write_data; end
2: begin register3<= write_data; end
3: begin register4<= write_data; end
default: begin register1<= write_data; end
endcase
end
end
    always @(*) 
begin
        case({read_sel1, read_sel2})
4'd0 : begin operand1= register1; operand2= register1; end
4'd1 : begin operand1= register1; operand2= register2; end
4'd2 : begin operand1= register1; operand2= register3; end
4'd3 : begin operand1= register1; operand2= register4; end
4'd4 : begin operand1= register2; operand2= register1; end
4'd5 : begin operand1= register2; operand2= register2; end
4'd6 : begin operand1= register2; operand2= register3; end
4'd7 : begin operand1= register2; operand2= register4; end
4'd8 : begin operand1= register3; operand2= register1; end
4'd9 : begin operand1= register3; operand2= register2; end
4'd10: begin operand1= register3; operand2= register3; end
4'd11: begin operand1= register3; operand2= register4; end
4'd12: begin operand1= register4; operand2= register1; end
4'd13: begin operand1= register4; operand2= register2; end
4'd14: begin operand1= register4; operand2= register3; end
4'd15: begin operand1= register4; operand2= register4; end
default: begin operand1= register1; operand2= register1; end 
endcase
end
endmodule
$ cat flow/run.sh
#!/bin/bash
# OpenROAD 26Q1-2900-gdf79404cd8, Yosys 0.63+post, stock flow scripts
make -C /OpenROAD-flow-scripts/flow DESIGN_CONFIG=/design/flow/config.mk WORK_HOME=/design/flow/orfs finish
$ cat flow/config.mk
export PLATFORM = sky130hd
export DESIGN_NAME = microprocessor
export DESIGN_NICKNAME = microprocessor
export VERILOG_FILES = /design/flow/design.v
export SDC_FILE = /design/flow/constraint.sdc
export NUM_CORES = 4
export LEC_CHECK = 1
export CORE_UTILIZATION = 40
$ cat flow/constraint.sdc
current_design microprocessor

set clk_period 6.6
set clk_io_pct 0.2

create_clock -name clk0 -period $clk_period [get_ports {clk}]

set non_clock_inputs [all_inputs -no_clocks]
set_input_delay [expr $clk_period * $clk_io_pct] -clock clk0 $non_clock_inputs
set_output_delay [expr $clk_period * $clk_io_pct] -clock clk0 [all_outputs]
==> flow_results.org <==
#+TITLE: Physical design notes

** Status
- The run finished with clean final reports.

** CTS
- In this run the post-CTS setup repair buffer count came out at 0.
- At the later pin of the worst-skew pair, clock insertion delay measures 270 ps.
- After clock tree synthesis, the flow added hold-fix buffers numbering 0.
- TritonCTS built the clock tree.
- Clock transition time at the flip-flop clock pins of the worst setup and hold paths :: 90 ps
- The number of clock buffers added by TritonCTS is 3.
- TritonCTS reports the number of clock sinks as 23.
- The report lists the number of cells resized after CTS as 0.
- Clock tree synthesis selected as its root buffer the cell sky130_fd_sc_hd__clkbuf_8.
- Clock Tree Buf Depth :: 2
- Per the CTS log, the maximum H-tree level is 1.

** Timing
- Adding up every negative setup slack in the final design gives 0 ps.
- The last timing report of the flow puts the setup violation total at 0.
- Transition at the pin with the smallest max-transition slack :: between 700 and 800 ps
- Worst Slack Setup Final :: between 400 and 500 ps
- Highest clock rate :: roughly 160 MHz
- Fin Clk Skew :: roughly 6.5 ps
- Final tally of max-slew violations :: 0
- The worst pin sits at a relative slew slack of 51.1%.
- Worst hold slack :: roughly 530 ps
- Minimum clock period after layout :: approximately 6100 ps
- The worst path uses roughly 90% of the clock period.
- For reference, the final report shows the hold violation count at 0.
- Setup repair after global routing left no endpoint under its margin.

** Setup path
- For the worst setup path, the data required time is just under 7000 ps.
- The worst setup path is launched from an input pin.
- In the setup report, the worst path falls into the class in -> reg.
- Critical Path End Type :: flop
- Setup slack on the worst reg-to-reg path comes out at roughly 1800 ps.
- Arrival time of the worst setup path :: 6300 ps
- Along the worst path, the maximum fanout reaches 8.

** GRT
- Wire length of the first global-routing pass :: approximately 8000 um
- The global routing report lists combined usage of all routing layers as 17.9%.
- The initial antenna violation count was 0.
- Per the GRT congestion report, total overflow comes to 0.
- Maximum number of pins on one net before global-route repair :: 22
- Via count of the first global-routing pass :: roughly 1.6k

** Placed design
- In the placement report, post-DP HPWL is listed as between 3000 and 4000 um.
- Counting tap cells, the placed design contains a total of about 310 instances.
- DP Area :: 2460 sq um
- Per the gpl log, the routability congestion estimate is approximately 0.95.
- I/O Buffers :: 17
- Worst slack after detailed placement :: 201 ps

** Synth
- The area fraction of the largest cell type after synthesis is 16.4%.
- Cell taking the most area after synthesis :: sky130_fd_sc_hd__ha_1
- The post-synth register bit count is 23.
- The synthesis report gives the async set-or-reset register share as a little over two thirds.
- Number of instances in the synthesized netlist :: roughly 220
- The number of cells reported by Yosys stat comes to 223.
- The most used flip-flop cell after synthesis is sky130_fd_sc_hd__dfrtp_1.
- Part of the Yosys area used for sequential elements :: between 20% and 30%
- By area the synthesized netlist is led by sky130_fd_sc_hd__ha_1 (16%), sky130_fd_sc_hd__dfrtp_1 (14%), sky130_fd_sc_hd__mux2_2 (9.6%).
- The number of different library cells used by synthesis comes to ~51.
- In the synthesis report, Yosys lists the chip area as ~2200 sq um.
- The cell area that synthesis handed to floorplanning was around 2200 sq um.
- Synth warnings :: 2
- Mean post-synth cell area :: around 9.9 sq um
- EDFF count, synth :: 0

** Pwr
- Leakage power :: roughly 1.1 nW
- The clock network burns a little under 7% of the power.
- Portion of total power attributed to sequential cells :: 19.8%
- The power report lists cell-internal power as 0.708 mW.
- The final power report lists total power as between 1 and 1.5 mW.
- Power dissipated by switching net loads :: 0.575 mW
- Dividing total power by cell area gives a power density of between 500 and 600 nW/um^2.
- Net switching is about 45% of the power.
- The highest supply drop recorded on VDD is 0.305 mV.
- Combinational share of power :: about three quarters

** Route
- Drt via density :: roughly 5.4
- The number of antenna diodes in the final layout is 0.
- Per the detail_route report, routed wire per instance is ~16 um.
- Post-route antenna net violation count :: 0
- Pre-antenna DRT Iters :: 4
- The final layout contains routed wiring with a total length of around 4800 um.
- In the routed design, unresolved DRC markers number 0.
- Per the log, the first TritonRoute iteration ended with a DRC count of 106.
- Per the detail_route report, the via count comes to around 1.7k.

** Min path
- Type of the worst min-delay path :: reg -> reg

** Final layout
- Layout overhead on the synthesized area :: 13.2%
- Most frequently placed logic cell in the final layout :: sky130_fd_sc_hd__ha_1
- The library cells used most frequently in the layout, excluding fill and tap cells, are sky130_fd_sc_hd__ha_1 (29), sky130_fd_sc_hd__mux2_2 (19), sky130_fd_sc_hd__inv_1 (17), sky130_fd_sc_hd__clkdlybuf4s50_1 (17), sky130_fd_sc_hd__a21oi_1 (13).
- Total of fill cells in the finished design :: ~500
- At the end of the flow the core is filled with cells to between 40% and 50%.
- Area of all placed cells without fillers :: 2510 sq um
- For this run, the number of standard cells in the final layout without fillers is about 300.
- In the final layout, the share of cells above drive strength 1 is between 10% and 20%.

** Floorplan
- The report lists the number of standard-cell rows as 26.
- According to the floorplan report, the placeable core area is about 5200 sq um.
- During I/O placement, the number of pins put on the boundary was 18.
- The floorplan step defined a die boundary enclosing 5850 sq um.
- Die x size :: approximately 76 um
- Initial core utilization :: roughly 42%
- The die is approximately 76 um tall.

** Run
- OpenROAD emitted warnings numbering 37.
- Number of max-cap violations :: 0
-- layout make-up --
type                    count  area, sq um  area share [%]
well taps                  70         87.6            3.49
flip-flops and latches     23          546            21.7
clock buffers               3         41.3            1.64
repair buffers             19          185            7.37
clock inverters             1         5.00           0.199
multi-input cells         174         1580            62.7
inverters                  19         71.3            2.84
-- state kept, by name, indices dropped and copies added (netlist names) --
signal                 flops
alu_unit.result            4
alu_unit.write_enable      1
rf.register4               4
rf.register2               4
rf.register3               4
alu_unit.carry_flag        1
alu_unit.zero_flag         1
rf.register1               4
-- final timing paths --
path / startpoint / to / depth (start not counted)
max reg2reg: rf.register2[3]$_DFFE_PP0P_ / alu_unit.zero_flag$_DFF_P_ / 21
min in group asynchronous: reset / rf.register2[2]$_DFFE_PP0P_ / 2
min: rf.register1[0]$_DFFE_PP0P_ / rf.register1[0]$_DFFE_PP0P_ / 1
max in group asynchronous: reset / rf.register1[0]$_DFFE_PP0P_ / 2
min reg2reg: rf.register1[0]$_DFFE_PP0P_ / rf.register1[0]$_DFFE_PP0P_ / 1
max: read_sel2[1] / alu_unit.zero_flag$_DFF_P_ / 22
-- critical path, cell delays in order --
cell and delay [ps]:
sky130_fd_sc_hd__clkdlybuf4s50_1 610, sky130_fd_sc_hd__mux4_2 660, sky130_fd_sc_hd__ha_1 310, sky130_fd_sc_hd__inv_1 70, sky130_fd_sc_hd__a21oi_1 80, sky130_fd_sc_hd__ha_1 320, sky130_fd_sc_hd__a21oi_1 70, sky130_fd_sc_hd__nor3_1 340
sky130_fd_sc_hd__mux2_2 400, sky130_fd_sc_hd__ha_1 310, sky130_fd_sc_hd__o21ai_0 150, sky130_fd_sc_hd__a21oi_1 70, sky130_fd_sc_hd__o21a_1 260, sky130_fd_sc_hd__nand2_1 90, sky130_fd_sc_hd__o21ai_0 80, sky130_fd_sc_hd__ha_1 280
sky130_fd_sc_hd__a21boi_0 120, sky130_fd_sc_hd__o21a_1 180, sky130_fd_sc_hd__o21a_1 160, sky130_fd_sc_hd__o21ai_1 150, sky130_fd_sc_hd__nand4b_1 130, sky130_fd_sc_hd__nor4_2 140
-- logic make-up (layout without fill, tap and decap cells) --
kind of cell / after synthesis / count (layout) / synth area share (%)
muxes: 30 / 30 / 19.1
DFF: 23 / 23 / 24.6
xor gates and xnor gates: 11 / 11 / 4.34
buffers and inverters: 26 / 42 / 4.40
AOI/OAI and AO/OA: 50 / 50 / 16.2
and+or+nand+nor: 52 / 52 / 13.1
adders and majority gates: 31 / 31 / 18.2
-- synth_stat cells, types with 3 or more instances --
master / instances
sky130_fd_sc_hd__o21a_1: 4
sky130_fd_sc_hd__nand3_1: 3
sky130_fd_sc_hd__nand2b_1: 6
sky130_fd_sc_hd__mux4_2: 8
sky130_fd_sc_hd__a21o_1: 3
sky130_fd_sc_hd__inv_1: 17
sky130_fd_sc_hd__xor2_1: 3
sky130_fd_sc_hd__nand2_1: 12
sky130_fd_sc_hd__mux2_2: 19
sky130_fd_sc_hd__nor2b_1: 5
sky130_fd_sc_hd__mux2i_1: 3
sky130_fd_sc_hd__nand3b_1: 4
sky130_fd_sc_hd__nor2_1: 8
sky130_fd_sc_hd__dfxtp_1: 7
sky130_fd_sc_hd__o21ai_0: 6
sky130_fd_sc_hd__a21oi_1: 13
sky130_fd_sc_hd__or3_1: 3
sky130_fd_sc_hd__nor3_1: 4
sky130_fd_sc_hd__dfstp_2: 4
sky130_fd_sc_hd__xnor2_1: 8
sky130_fd_sc_hd__ha_1: 29
sky130_fd_sc_hd__clkbuf_1: 7
sky130_fd_sc_hd__dfrtp_1: 12
-- metal layers --
metal / track usage [%] / part of all wire (%) / vias up
met5: 0 / 0 / -
met4: 1.73 / 0.91 / 0
met3: 2.19 / 3.5 / 6
met2: 29.1 / 47 / 33
met1: 27.2 / 49 / 780
li1: - / - / 845
-- power by group through the flow --
stage	registers [mW]	logic, mW	clock network [mW]
CTS	0.255	0.946	0.0907
global route	0.263	1.06	0.0956
finish	0.254	0.941	0.0888
Power is estimated from default activity; no workload was simulated.
